[flow/design.v]
module peripherals
(
	input wire clk_i,
	input wire rst_i,
	input wire [31:0] addr_i,
	input wire [31:0] data_i,
	output reg [31:0] data_o,
	input wire sel_i,
	input wire wr_i,
	output wire irq_o,
	input wire [15:0] gpioa_in,
	output wire [15:0] gpioa_out,
	output wire [15:0] gpioa_ddr,
	input wire [15:0] gpiob_in,
	output wire [15:0] gpiob_out,
	output wire [15:0] gpiob_ddr
);
	wire [3:0] segment;
	wire [3:0] clas;
	wire [5:0] device;
	wire [3:0] funct;
	wire [3:0] s0cause; wire [3:0] gpiocause; reg [3:0] gpiocause_inv; reg [3:0] gpiomask;
	wire [4:0] timercause; reg [4:0] timercause_inv; reg [4:0] timermask;
	reg [15:0] paddr; reg [15:0] paout; wire [15:0] pain; reg [15:0] pain_inv; reg [15:0] pain_mask;
	reg [15:0] pbddr; reg [15:0] pbout; wire [15:0] pbin; reg [15:0] pbin_inv; reg [15:0] pbin_mask;
	reg [23:0] paaltcfg0;
	wire paalt0; wire paalt1; wire paalt2; wire paalt8; wire paalt9; wire paalt10;
	wire int_gpio; wire int_timer;
	wire int_gpioa; wire int_gpiob; wire int_timer1_ocr; reg int_timer1_ctc; wire val_timer1_ocr1;
	wire tmr1_pulse; reg tmr1_dly; reg tmr1_dly2;
	reg [31:0] timer0;
	reg [15:0] timer1; reg [15:0] timer1_ctc; reg [15:0] timer1_ocr; reg [15:0] timer1_ocr1;
	reg [2:0] timer1_pre;
	wire int_uart; wire uart0_tx; wire uart0_rx; reg uart0_enable_w; reg uart0_enable_r; wire uart0_write_busy; wire uart0_data_avail;
	wire [3:0] uartcause; reg [3:0] uartcause_inv; reg [3:0] uartmask;
	wire [7:0] uart0_data_read; reg [7:0] uart0_data_write;
	reg [15:0] uart0_divisor;
	assign segment = addr_i[27:24];
	assign clas = addr_i[19:16];
	assign device = addr_i[15:10];
	assign funct = addr_i[7:4];
	assign irq_o = s0cause != 4'b0000 ? 1'b1 : 1'b0;
	assign s0cause = {int_uart,int_timer,int_gpio,1'b0};
	assign int_gpio = ((gpiocause ^ gpiocause_inv) & gpiomask) != 4'b0000 ? 1'b1 : 1'b0;
	assign gpiocause = {2'b00,int_gpiob,int_gpioa};
	assign int_gpioa = ((pain ^ pain_inv) & pain_mask) != 4'b0000 ? 1'b1 : 1'b0;
	assign int_gpiob = ((pbin ^ pbin_inv) & pbin_mask) != 4'b0000 ? 1'b1 : 1'b0;
	assign int_timer = ((timercause ^ timercause_inv) & timermask) != 4'b0000 ? 1'b1 : 1'b0;
	assign timercause = {timer1[15],int_timer1_ocr,int_timer1_ctc,timer0[18],timer0[16]};
	assign pain = gpioa_in[15:0];
	assign gpioa_out = {paout[15:11],paalt10,paalt9,paalt8,paout[7:3],paalt2,paalt1,paalt0};
	assign gpioa_ddr = paddr;
	assign pbin = gpiob_in[15:0];
	assign gpiob_out = pbout;
	assign gpiob_ddr = pbddr;
	assign int_uart = ((uartcause ^ uartcause_inv) & uartmask) != 4'b0000 ? 1'b1 : 1'b0;
	assign uartcause = {2'b00,uart0_write_busy,uart0_data_avail};
	assign paalt0 = paaltcfg0[1:0] == 2'b01 ? int_timer1_ocr : paout[0];
	assign paalt1 = paaltcfg0[3:2] == 2'b01 ? val_timer1_ocr1 : paout[1];
	assign paalt2 = paaltcfg0[5:4] == 2'b01 ? uart0_tx : paout[2];
	assign paalt8 = paaltcfg0[17:16] == 2'b01 ? int_timer1_ocr : paout[8];
	assign paalt9 = paaltcfg0[19:18] == 2'b01 ? val_timer1_ocr1 : paout[9];
	assign paalt10 = paaltcfg0[21:20] == 2'b01 ? uart0_tx : paout[10];
	assign uart0_rx = paaltcfg0[7:6] == 2'b01 ? gpioa_in[3] : paaltcfg0[23:22] == 2'b01 ? gpioa_in[11] : 1'b1;
	always @(posedge clk_i, posedge rst_i) begin
		if (rst_i == 1'b1) begin
			data_o <= {32{1'b0}};
			uart0_enable_r <= 1'b0;
		end else begin
			if (sel_i == 1'b1) begin
				case(segment)
				4'b0001 : begin
					case(clas)
					4'b0000 : begin
						case(device)
						6'b000001 : begin
							data_o <= {28'h0000000,s0cause};
						end
						6'b010000 : begin
							data_o <= {8'h00,paaltcfg0};
						end
						default : begin
							data_o <= {32{1'b0}};
						end
						endcase
					end
					4'b0001 : begin
						case(device)
						6'b000001 : begin
							data_o <= {28'h0000000,gpiocause};
						end
						6'b000010 : begin
							data_o <= {28'h0000000,gpiocause_inv};
						end
						6'b000011 : begin
							data_o <= {28'h0000000,gpiomask};
						end
						6'b010000 : begin
							case(funct)
							4'b0000 : begin
								data_o <= {16'h0000,paddr};
							end
							4'b0001 : begin
								data_o <= {16'h0000,paout};
							end
							4'b0010 : begin
								data_o <= {16'h0000,pain};
							end
							4'b0011 : begin
								data_o <= {16'h0000,pain_inv};
							end
							4'b0100 : begin
								data_o <= {16'h0000,pain_mask};
							end
							default : begin
								data_o <= {32{1'b0}};
							end
							endcase
						end
						6'b010001 : begin
							case(funct)
							4'b0000 : begin
								data_o <= {16'h0000,pbddr};
							end
							4'b0001 : begin
								data_o <= {16'h0000,pbout};
							end
							4'b0010 : begin
								data_o <= {16'h0000,pbin};
							end
							4'b0011 : begin
								data_o <= {16'h0000,pbin_inv};
							end
							4'b0100 : begin
								data_o <= {16'h0000,pbin_mask};
							end
							default : begin
								data_o <= {32{1'b0}};
							end
							endcase
						end
						default : begin
							data_o <= {32{1'b0}};
						end
						endcase
					end
					4'b0010 : begin
						case(device)
						6'b000001 : begin
							data_o <= {24'h000000,3'b000,timercause};
						end
						6'b000010 : begin
							data_o <= {24'h000000,3'b000,timercause_inv};
						end
						6'b000011 : begin
							data_o <= {24'h000000,3'b000,timermask};
						end
						6'b010000 : begin
							data_o <= timer0;
						end
						6'b010001 : begin
							case(funct)
							4'b0000 : begin
								data_o <= {16'h0000,timer1};
							end
							4'b0001 : begin
								data_o <= {28'h0000000,1'b0,timer1_pre};
							end
							4'b0010 : begin
								data_o <= {16'h0000,timer1_ctc};	
							end
							4'b0011 : begin
								data_o <= {16'h0000,timer1_ocr};
							end
							4'b0100 : begin
								data_o <= {16'h0000,timer1_ocr1};
							end
							default : begin
								data_o <= {32{1'b0}};
							end
							endcase
						end
						default : begin
							data_o <= {32{1'b0}};
						end
						endcase
					end
					4'b0011 : begin
						case(device)
						6'b000001 : begin
							data_o <= {28'h0000000,uartcause};
						end
						6'b000010 : begin
							data_o <= {28'h0000000,uartcause_inv};
						end
						6'b000011 : begin
							data_o <= {28'h0000000,uartmask};
						end
						6'b010000 : begin
							case(funct)
							4'b0000 : begin
								data_o <= {24'h000000,uart0_data_read};
								uart0_enable_r <= 1'b1;
							end
							4'b0001 : begin
								data_o <= {16'h0000,uart0_divisor};
							end
							default : begin
							end
							endcase
						end
						default : begin
						end
						endcase
					end
					default : begin
						data_o <= {32{1'b0}};
					end
					endcase
				end
				default : begin
					data_o <= {32{1'b0}};
				end
				endcase
			end
			else begin
				uart0_enable_r <= 1'b0;
			end
		end
	end
	always @(posedge clk_i, posedge rst_i) begin
		if (rst_i == 1'b1) begin
			paaltcfg0 <= {24{1'b0}};
			gpiocause_inv <= {4{1'b0}};
			gpiomask <= {4{1'b0}};
			paout <= {16{1'b0}};
			pain_inv <= {16{1'b0}};
			pain_mask <= {16{1'b0}};
			paddr <= {16{1'b0}};
			pbout <= {16{1'b0}};
			pbin_inv <= {16{1'b0}};
			pbin_mask <= {16{1'b0}};
			pbddr <= {16{1'b0}};
			timercause_inv <= {5{1'b0}};
			timermask <= {5{1'b0}};
			timer0 <= {32{1'b0}};
			timer1 <= {16{1'b0}};
			timer1_pre <= {3{1'b0}};
			timer1_ctc <= {16{1'b1}};
			timer1_ocr <= {16{1'b0}};
			timer1_ocr1 <= {16{1'b0}};
			int_timer1_ctc <= 1'b0;
			uartcause_inv <= {4{1'b0}};
			uartmask <= {4{1'b0}};
			uart0_enable_w <= 1'b0;
			uart0_data_write <= {8{1'b0}};
			uart0_divisor <= {16{1'b0}};
		end else begin
			if (sel_i == 1'b1 && wr_i == 1'b1) begin
				case(segment)
				4'b0001 : begin
					case(clas)
					4'b0000 : begin
						case(device)
						6'b010000 : begin
							paaltcfg0 <= data_i[23:0];
						end
						default : begin
						end
						endcase
					end
					4'b0001 : begin
						case(device)
						6'b000010 : begin
							gpiocause_inv <= data_i[3:0];
						end
						6'b000011 : begin
							gpiomask <= data_i[3:0];
						end
						6'b010000 : begin
							case(funct)
							4'b0000 : begin
								paddr <= data_i[15:0];
							end
							4'b0001 : begin
								paout <= data_i[15:0];
							end
							4'b0011 : begin
								pain_inv <= data_i[15:0];
							end
							4'b0100 : begin
								pain_mask <= data_i[15:0];
							end
							default : begin
							end
							endcase
						end
						6'b010001 : begin
							case(funct)
							4'b0000 : begin
								pbddr <= data_i[15:0];
							end
							4'b0001 : begin
								pbout <= data_i[15:0];
							end
							4'b0011 : begin
								pbin_inv <= data_i[15:0];
							end
							4'b0100 : begin
								pbin_mask <= data_i[15:0];
							end
							default : begin
							end
							endcase
						end
						default : begin
						end
						endcase
					end
					4'b0010 : begin
						case(device)
						6'b000010 : begin
							timercause_inv <= data_i[4:0];
						end
						6'b000011 : begin
							timermask <= data_i[4:0];
						end
						6'b010001 : begin
							case(funct)
							4'b0000 : begin
								timer1 <= data_i[15:0];
							end
							4'b0001 : begin
								timer1_pre <= data_i[2:0];
							end
							4'b0010 : begin
								timer1_ctc <= data_i[15:0];
							end
							4'b0011 : begin
								timer1_ocr <= data_i[15:0];
							end
							4'b0100 : begin
								timer1_ocr1 <= data_i[15:0];
							end
							default : begin
							end
							endcase
						end
						default : begin
						end
						endcase
					end
					4'b0011 : begin
						case(device)
						6'b000010 : begin
							uartcause_inv <= data_i[3:0];
						end
						6'b000011 : begin
							uartmask <= data_i[3:0];
						end
						6'b010000 : begin
							case(funct)
							4'b0000 : begin
								uart0_data_write <= data_i[7:0];
								uart0_enable_w <= 1'b1;
							end
							4'b0001 : begin
								uart0_divisor <= data_i[15:0];
							end
							default : begin
							end
							endcase
						end
						default : begin
						end
						endcase
					end
					default : begin
					end
					endcase
				end
				default : begin
				end
				endcase
			end
			else begin
				uart0_enable_w <= 1'b0;
			end
			timer0 <= timer0 + 1;
			if (tmr1_pulse == 1'b1) begin
				if ((timer1 != timer1_ctc)) begin
					timer1 <= timer1 + 1;
				end
				else begin
					int_timer1_ctc <=  ~int_timer1_ctc;
					timer1 <= {16{1'b0}};
				end
			end
		end
	end
	always @(posedge clk_i, posedge rst_i) begin
		if (rst_i == 1'b1) begin
			tmr1_dly <= 1'b0;
			tmr1_dly2 <= 1'b0;
		end else begin
			case(timer1_pre)
				3'b001 : begin
				tmr1_dly <= timer0[2];
			end
			3'b010 : begin
				tmr1_dly <= timer0[4];
			end
			3'b011 : begin
				tmr1_dly <= timer0[6];
			end
			3'b100 : begin
				tmr1_dly <= timer0[8];
			end
			3'b101 : begin
				tmr1_dly <= timer0[10];
			end
			3'b110 : begin
				tmr1_dly <= timer0[12];
			end
			3'b111 : begin
				tmr1_dly <= timer0[14];
			end
			default : begin
				tmr1_dly <= timer0[0];
			end
			endcase
		tmr1_dly2 <= tmr1_dly;
		end
	end
	assign tmr1_pulse = tmr1_dly != tmr1_dly2 ? 1'b1 : 1'b0;
	assign int_timer1_ocr = timer1 < timer1_ocr ? 1'b1 : 1'b0;
	assign val_timer1_ocr1 = timer1 < timer1_ocr1 ? 1'b1 : 1'b0;
	uart uart0
	(
		.clk(clk_i),
		.reset(rst_i),
		.divisor(uart0_divisor[11:0]),
		.enable_read(uart0_enable_r),
		.enable_write(uart0_enable_w),
		.data_in(uart0_data_write),
		.data_out(uart0_data_read),
		.uart_read(uart0_rx),
		.uart_write(uart0_tx),
		.busy_write(uart0_write_busy),
		.data_avail(uart0_data_avail)
	);
endmodule
module uart
(
	input wire clk,
	input wire reset,
	input wire [11:0] divisor,
	input wire enable_read,
	input wire enable_write,
	input wire [7:0] data_in,
	output wire [7:0] data_out,
	input wire uart_read,
	output wire uart_write,
	output wire busy_write,
	output wire data_avail
);
	reg [11:0] delay_write_reg;
	reg [3:0] bits_write_reg;
	reg [8:0] data_write_reg;
	reg [11:0] delay_read_reg;
	reg [3:0] bits_read_reg;
	reg [7:0] data_read_reg;
	reg [8:0] data_save_reg;
	wire busy_write_sig;
	reg [7:0] read_value_reg;
	wire uart_read2;
	always @(posedge clk or posedge reset) begin
		if (reset == 1'b1) begin
			data_write_reg <= {8'h00,1'b1};
			bits_write_reg <= 4'b0000;
			delay_write_reg <= {12{1'b0}};
			read_value_reg <= {8{1'b1}};
			data_read_reg <= {8{1'b0}};
			bits_read_reg <= 4'b0000;
			delay_read_reg <= {12{1'b0}};
			data_save_reg <= {9{1'b0}};
		end else begin
			if (bits_write_reg == 4'b0000) begin					 
				if (enable_write == 1'b1) begin
					delay_write_reg <= {12{1'b0}};				 
					bits_write_reg <= 4'b1010;				 
					data_write_reg <= {data_in,1'b0};			 
				end
			end
			else begin
				if (delay_write_reg != divisor) begin
					delay_write_reg <= delay_write_reg + 1;			 
				end
				else begin
					delay_write_reg <= {12{1'b0}};				 
					bits_write_reg <= bits_write_reg - 1;			 
					data_write_reg <= {1'b1,data_write_reg[8:1]};
				end
			end
			if (uart_read == 1'b1) begin
				if (read_value_reg != 8'hff) begin
					read_value_reg <= read_value_reg + 1;
				end
			end
			else begin
				if (read_value_reg != 8'h00) begin
					read_value_reg <= read_value_reg - 1;
				end
			end
			if (delay_read_reg == 16'h0000) begin					 
				if (bits_read_reg == 4'b0000) begin				 
					if (uart_read2 == 1'b0) begin				 
						delay_read_reg <= {1'b0,divisor[11:1]};		 
						bits_read_reg <= 4'b1001;			 
					end
				end
				else begin
					delay_read_reg <= divisor;				 
					bits_read_reg <= bits_read_reg - 1;			 
					data_read_reg <= {uart_read2,data_read_reg[7:1]};
				end
			end
			else begin
				delay_read_reg <= delay_read_reg - 1;				 
			end
			if (bits_read_reg == 4'b0000 && delay_read_reg == divisor) begin
				data_save_reg <= {1'b1,data_read_reg};
			end
			else if (enable_read == 1'b1) begin
				data_save_reg[8] <= 1'b0;					 
			end
		end
	end
	assign uart_read2 = read_value_reg[7];
	assign busy_write_sig = bits_write_reg != 4'b0000 ? 1'b1 : 1'b0;
	assign uart_write = data_write_reg[0];
	assign busy_write = busy_write_sig;
	assign data_avail = data_save_reg[8];
	assign data_out = data_save_reg[7:0];
endmodule
[flow/run.sh]
#!/bin/bash
# OpenROAD 26Q1-2900-gdf79404cd8, Yosys 0.63+post, stock flow scripts
make -C /OpenROAD-flow-scripts/flow DESIGN_CONFIG=/design/flow/config.mk WORK_HOME=/design/flow/orfs finish
[flow/config.mk]
export PLATFORM = sky130hd
export DESIGN_NAME = peripherals
export DESIGN_NICKNAME = peripherals
export VERILOG_FILES = /design/flow/design.v
export SDC_FILE = /design/flow/constraint.sdc
export NUM_CORES = 4
export LEC_CHECK = 1
export CORE_UTILIZATION = 50
[flow/constraint.sdc]
current_design peripherals

set clk_period 8.7
set clk_io_pct 0.2

create_clock -name clk0 -period $clk_period [get_ports {clk_i}]

set non_clock_inputs [all_inputs -no_clocks]
set_input_delay [expr $clk_period * $clk_io_pct] -clock clk0 $non_clock_inputs
set_output_delay [expr $clk_period * $clk_io_pct] -clock clk0 [all_outputs]
==> flow_summary.json <==
{
  "vias": 16348,
  "rsz0062_at_grt": "no",
  "reg.largest.list": "data_o (32), timer0 (32), paaltcfg0 (24)",
  "rows": 74,
  "setup_ws_ps": 2185,
  "min_period_ps": 6515,
  "internal_power_mw": 3.425,
  "crit_start": "gpiob_in[10]",
  "regArea_mm2": 0.01014,
  "p_leak_nw": 11.03,
  "fp.dieH_um": 207.6,
  "post-dp-hpwl_um": 44620,
  "tritoncts": "built",
  "ys_cells": 1945,
  "postSynthAreaPerCell_um2": 10.87,
  "gp_congestion": 0.9345,
  "clkSlewWorstSetupHoldPaths_ps": 50,
  "ys_top_cells_by_area": "dfrtp_1 (45%), mux2_2 (13%), a22oi_1 (3.5%)",
  "hold_ws_ps": 396.1,
  "dp_slack_ps": 2266,
  "grt_pass1_wl_um": 99490,
  "antenna_found_initial": 7,
  "power_density_mw_per_mm2": 189.4,
  "p_sw_frac": 0.2691,
  "worstSetupPathType": "in2out",
  "vias_per_cell": 6.188,
  "cp-end-kind": "output pin",
  "yosys_warnings": 2,
  "antenna_left": 0,
  "critPathMaxFanout": 2,
  "synth_area_mm2": 0.02114,
  "cp_data_arrival_time_ps": 4770,
  "edf_count": 0,
  "portBuffers": 174,
  "dieWidth_um": 207.6,
  "skew_ps": 23.97,
  "synth_seq_share": 0.4798,
  "grt_overflow_total": 0,
  "max_cap_violations": 0,
  "worst_setup_path_start_kind": "input pin",
  "cts.htree.levels": 2,
  "n_fill_cell": 3346,
  "fp-utilization": 0.5118,
  "status": "finished clean",
  "synth_top_area_share": 0.4487,
  "fmax_mhz": 153.5,
  "clk_path_buf_depth": 3,
  "hold_path_startpoint": "tmr1_dly$_DFF_PP0_",
  "utilization": 0.5991,
  "warning_count": 51,
  "coreArea_mm2": 0.04129,
  "grt.total_usage": 0.3184,
  "required_ps": 6960,
  "p_comb_frac": 0.124,
  "hold_class": "reg2reg",
  "cts_buffers": 45,
  "p_seq_frac": 0.454,
  "power_mw": 4.686,
  "timing.final.crit_share": 0.7488,
  "setup_viol": 0,
  "r2r-start": "paaltcfg0[7]$_DFFE_PP0P_",
  "grt_pass1_vias": 15896,
  "die_area_mm2": 0.04310,
  "p_sw_mw": 1.261,
  "synth.distinct_cells": 75,
  "clock-root-buffer": "clkbuf_16",
  "post-cts-setup-buffers": 0,
  "tightest_slew_ps": 931.5,
  "finalHoldViolations": 0,
  "drive_gt1_frac": 0.1982,
  "clock_sink_count": 404,
  "async_flop_share": 1.000,
  "wl_um": 64690,
  "grt_max_degree": 117,
  "yosys_area_mm2": 0.02114,
  "ff_type": "dfrtp_1",
  "peakVddDrop_v": 0.0001626,
  "cts_hold_buf": 0,
  "clkLatencyLatePin_ps": 580,
  "post_cts_resized": 0,
  "relSlewSlack": 0.3770,
  "ios": 197,
  "clockPowerShare": 0.422,
  "dr.pass1.iters": 6,
  "combGateArea_mm2": 0.01012,
  "finalSetupTns_ps": 0,
  "slew_viol_final": 0,
  "area_growth_pct": 17.06,
  "syn_inst": 1945,
  "drc": 0,
  "yosysTopAreaCell": "dfrtp_1",
  "routedWlPerCell_um": 24.49,
  "drt_iter0_drc": 1255,
  "ys.flops": 404
}
## per-stage QoR
stage               cells  cell area (µm²)
floorplan            1945            21140
global placement     2561            23210
detailed placement   2561            23210
CTS                  2641            24740
global route         2641            24740
finish               2642            24740
## placed cells by master (no fill, tap or decap), types with 36 or more instances in the layout
cell | synthesis | routed
mux2_2 | 237 | 237
ha_1 | 42 | 42
inv_1 | 54 | 53
nand2_1 | 143 | 143
a222oi_1 | 36 | 36
nor2_1 | 92 | 91
buf_4 | 35 | 42
a21oi_1 | 102 | 102
xnor2_1 | 52 | 52
a22oi_1 | 98 | 98
nand3_1 | 39 | 39
dfrtp_1 | 379 | 379
clkdlybuf4s50_1 | 0 | 174
clkbuf_16 | 0 | 47
xor2_1 | 74 | 74
o21ai_0 | 127 | 127
## critical path, cell delays in order
cell and delay, ps:
clkdlybuf4s50_1 510, xor2_1 190, a22oi_1 240, nand4_1 120, nor2_1 540, xnor2_1 120
a221o_1 430, a2111o_1 450, clkdlybuf4s50_1 420
## final timing paths
path | endpoint | slack [ps] | depth (start not counted)
setup / recovery | irq_o | 2190 | 9
max in group asynchronous | uart0_data_write[2]$_DFFE_PP0P_ | 5250 | 5
min in group asynchronous | data_o[28]$_DFFE_PP0P_ | 1690 | 3
hold reg to reg | tmr1_dly2$_DFF_PP0_ | 400 | 0
setup reg to reg | uart0.read_value_reg[7]$_DFFE_PP1P_ | 5530 | 12
hold / removal | tmr1_dly2$_DFF_PP0_ | 400 | 0
## per-layer routing
layer | track usage | part of all wire | vias up
li1 | - | - | 7375
met1 | 0.5143 | 0.44 | 8180
met2 | 0.4475 | 0.44 | 648
met3 | 0.08353 | 0.084 | 133
met4 | 0.08055 | 0.031 | 12
met5 | 0 | 0.0013 | -
## power groups by stage
stage	clock (mW)	sequential, mW	combinational, mW
finish	1.98	2.13	0.583
global route	2.09	2.14	0.654
CTS	2.02	2.12	0.582
## synth_stat cells, types with 5 or more instances
library cell	number
and3_1	19
nor2_4	5
dfstp_2	25
a21o_1	13
xor2_1	74
o21ai_0	127
a31oi_1	19
o31ai_1	11
ha_1	42
nand2b_1	15
dfrtp_1	379
a32oi_1	7
nand2_1	143
mux2i_1	25
buf_4	35
mux2_2	237
mux2_1	8
a22oi_1	98
nand4_1	21
nor4_1	14
nor3b_1	8
xnor2_1	52
nor2_1	92
a21oi_1	102
clkbuf_1	57
nor2_2	7
o211ai_1	9
a211oi_1	8
nand3_1	39
inv_1	54
nor3_1	22
a22o_1	15
buf_2	38
nor2b_1	9
a222oi_1	36
## layout make-up
cell class / count / area share
repair buffers: 217 / 0.08395
inverters: 54 / 0.008345
clock buffers: 69 / 0.05533
well taps: 532 / 0.02691
diodes: 1 / 0.0001011
flip-flops and latches: 404 / 0.4099
multi-input cells: 1354 / 0.4089
clock inverters: 11 / 0.006524
## logic make-up (layout without fill, tap and decap cells)
kind of cell / after synthesis / in the layout / share of synthesized area
AND-OR/OR-AND: 482 / 482 / 0.1509
AND/OR/NAND/NOR: 431 / 431 / 0.1044
flip-flops: 404 / 404 / 0.4798
multiplexers: 272 / 272 / 0.1445
buffers and inverters: 187 / 351 / 0.04239
XOR/XNOR: 126 / 126 / 0.05221
adder cells (fa/ha/maj): 43 / 43 / 0.02581
other: 0 / 1 / 0
Power is estimated from default activity; no workload was simulated.
